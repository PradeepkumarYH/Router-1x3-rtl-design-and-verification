==> design.v <==
interface router_if(input bit clock);
logic pkt_valid,error,busy,restn,valid_out,rd_en;
logic [7:0]din,dout;
clocking sdr_cb@(posedge clock);
default input #1 output #1;
output din;
output pkt_valid;
output restn;
input busy;
endclocking
clocking smon_cb@(posedge clock);
default input #1 output #1;
input din,pkt_valid,restn,busy,error;
endclocking
clocking ddr_cb@(posedge clock);
default input #1 output #1;
output rd_en;
input valid_out;
endclocking
clocking dmon_cb@(posedge clock);
default input #1 output #1;
input rd_en;
input valid_out,dout;
endclocking
modport SDR_MP (clocking sdr_cb);
modport SMON_MP (clocking smon_cb);
modport DDR_MP (clocking ddr_cb);
modport DMON_MP (clocking dmon_cb);
endinterface
module routerfifo(clk,rstn,re,we,din,lfd_state,softrst,empty,dout,full);
input clk,rstn,re,we,softrst,lfd_state;
input [7:0]din;
output empty,full;
output reg [7:0]dout;
reg [8:0] mem [0:15];
reg [4:0]wr_ptr,rd_ptr;
reg lfd_state_s;
reg [6:0]count;
integer i;
always@(posedge clk)
begin
	if(!rstn)
		lfd_state_s<=1'b0;
	else
		lfd_state_s<=lfd_state;
end
always@(posedge clk)
begin
	if(!rstn)
		count<=7'b0;
	else if(softrst)
		count<=7'b0;
	else if(re && ~empty)
	begin 
	if(mem[rd_ptr[3:0]][8]==1'b1)
		count<=mem[rd_ptr[3:0]][7:2]+1'b1;
	else if(count!=0)
		count<=count-1'b1;
		end
end
always@(posedge clk)
begin
	if(!rstn)
		dout<=0;
	else if(softrst)
		dout<=8'hzz;
	else if(re&&!empty)
		dout<=mem[rd_ptr[3:0]][7:0];
		else
		dout<=8'hz;
end
always@(posedge clk)
begin
	if(!rstn)
	begin
	for(i=0;i<16;i=i+1)
		mem[i]<=9'h0;
	end
	else if(softrst)
		mem[wr_ptr[3:0]][8:0]<=9'h0;
	else if(we &&!full )
	if(lfd_state_s)
	begin
		mem[wr_ptr[3:0]][8]<=1'b1;
		mem[wr_ptr[3:0]][7:0]<=din;
		end
		else
		begin
		mem[wr_ptr[3:0]][8]<=1'b0;
		mem[wr_ptr[3:0]][7:0]<=din;
		end
		end
always@(posedge clk)
begin
	if(!rstn)
		wr_ptr<=0;
	else if(softrst)
		wr_ptr<=0;
	else if(we && !full)
		wr_ptr<=wr_ptr+1'b1;
end
always@(posedge clk)
begin
	if(!rstn)
		rd_ptr<=0;
	else if(softrst)
		rd_ptr<=0;
	else if(re && !empty)
		rd_ptr<=rd_ptr+1'b1;
end
assign full=(wr_ptr=={~rd_ptr[4],rd_ptr[3:0]}&&rd_ptr==0)?1'b1:1'b0;
assign empty=(wr_ptr==rd_ptr)?1'b1:1'b0;
endmodule
module fsm_r(clk,rstn,pkt_valid,low_pkt_valid,sftrst_0,sftrst_1,sftrst_2,fifo_full,fifo_empty0,fifo_empty1,fifo_empty2,parity_done,din,busy,detect_add,ld_state,laf_state,full_state,we_reg,rst_int_reg,lfd_state);
input clk,rstn,pkt_valid,low_pkt_valid,sftrst_0,sftrst_1,sftrst_2,fifo_full,fifo_empty0,fifo_empty1,fifo_empty2,parity_done;
input [1:0]din;
output busy,detect_add,ld_state,laf_state,full_state,we_reg,rst_int_reg,lfd_state;
parameter DECODE_ADDR=3'b000,
	  LOAD_FIRST_DATA=3'b001,
	  WAIT_TILL_EMPTY=3'b010,
	  LOAD_DATA=3'b011,
     LOAD_PARITY=3'b100,
	  FIFO_FULL_STATE=3'b101,
	  LOAD_AFTER_FULL=3'b110,
	  CHECK_PARITY_ERROR=3'b111;
reg [1:0]addr;
reg [2:0]state,nxt;
always @(posedge clk)
begin
	if(!rstn)
		addr<=0;
	else
		addr<=din;
end
always@(posedge clk)
begin
	if(!rstn)
		state<=DECODE_ADDR;
		else if(sftrst_0||sftrst_1||sftrst_2)
		state<=DECODE_ADDR;
	else
		state<=nxt;
end
always@(*)
begin
nxt=DECODE_ADDR;
	case(state)
		DECODE_ADDR:
		begin
			if((pkt_valid & (din[1:0]==0) & fifo_empty0)|(pkt_valid & (din[1:0]==1) & fifo_empty1)|(pkt_valid & (din[1:0]==2) & fifo_empty2))
				nxt=LOAD_FIRST_DATA;
			else if((pkt_valid & (din[1:0]==0) & !fifo_empty0)|(pkt_valid & (din[1:0]==1) & !fifo_empty1)|(pkt_valid & (din[1:0]==2) & !fifo_empty2))
				nxt=WAIT_TILL_EMPTY;
			else
				nxt=DECODE_ADDR;
		end
		LOAD_FIRST_DATA:nxt=LOAD_DATA;
		WAIT_TILL_EMPTY:
		begin
			if(fifo_empty0 &&(addr==0)||fifo_empty1 &&(addr==1)||fifo_empty2 &&(addr==2))
				nxt=LOAD_FIRST_DATA;
			else
				nxt=WAIT_TILL_EMPTY;
		end
		LOAD_DATA:
		begin
			if(!fifo_full&&!pkt_valid)
				nxt=LOAD_PARITY;
			else if(fifo_full)
				nxt=FIFO_FULL_STATE;
			else
				nxt=LOAD_DATA;
		end
		LOAD_PARITY:nxt=CHECK_PARITY_ERROR;
		FIFO_FULL_STATE:
		begin
			if(!fifo_full)
				nxt=LOAD_AFTER_FULL;
			else 
				nxt=FIFO_FULL_STATE;
		end
		LOAD_AFTER_FULL:
		     begin
				if(!parity_done && low_pkt_valid)
				    nxt=LOAD_PARITY;
			        else if(!parity_done && !low_pkt_valid)
				     nxt=LOAD_DATA;
			        else if(parity_done)
				     nxt=DECODE_ADDR;
		     end
		CHECK_PARITY_ERROR:
		begin
			if(!fifo_full)
				nxt=DECODE_ADDR;
			else if(fifo_full)
				nxt=FIFO_FULL_STATE;
		end
	endcase
end
assign lfd_state=(state==LOAD_FIRST_DATA)?1'b1:1'b0;
assign detect_add=(state==DECODE_ADDR)?1'b1:1'b0;
assign ld_state=(state==LOAD_DATA)?1'b1:1'b0;
assign full_state=(state==FIFO_FULL_STATE)?1'b1:1'b0;
assign laf_state=(state==LOAD_AFTER_FULL)?1'b1:1'b0;
assign we_reg=((state==LOAD_DATA)||(state==LOAD_PARITY)||(state==LOAD_AFTER_FULL))?1'b1:1'b0;
assign rst_int_reg=(state==CHECK_PARITY_ERROR)?1'b1:1'b0;
assign busy=((state==DECODE_ADDR)||(state==LOAD_DATA))? 1'b0:1'b1;
endmodule
module registerR(clk,rstn,pkt_valid,din,fifo_full,rst_int_reg,detect_add,ld_state,laf_state,full_state,lfd_state,parity_done,low_pkt_valid,error,dout);
input clk,rstn,pkt_valid,fifo_full,rst_int_reg,detect_add,ld_state,laf_state,full_state,lfd_state;
input [7:0]din;
output reg parity_done,low_pkt_valid,error;
output reg [7:0]dout;
reg [7:0]pkt_parity,internal_parity,header_byte,fifo_full_state;
always@(posedge clk)
begin
	if(!rstn)
	begin
		dout<=0;
	end
	else if(lfd_state)
		dout<=header_byte;
	else if(pkt_valid&&ld_state&&!fifo_full)
		dout<=din;
	else if(ld_state&&fifo_full)
	begin
		fifo_full_state<=din;
		if(laf_state)
			dout<=fifo_full_state;
			end
	else if(~pkt_valid)
		dout<=din;
	else
		dout<=dout;
end
always@(posedge clk)
begin
	if(!rstn)
		header_byte<=0;
	else if(detect_add && pkt_valid && din[1:0]!=2'b11)
		header_byte<=din;
	else
		header_byte<=header_byte;
end
always@(posedge clk)
begin
	if(!rstn)
		low_pkt_valid<=0;
	else if(rst_int_reg)
		low_pkt_valid<=0;
	else if(ld_state && !pkt_valid)
		low_pkt_valid<=1;
	else
		low_pkt_valid<=low_pkt_valid;
end
always@(posedge clk)
begin
	if(!rstn)
		pkt_parity<=0;
	else if(detect_add)
		pkt_parity<=0;
	else if((ld_state&&!pkt_valid&&!fifo_full)||(laf_state&&!parity_done&&low_pkt_valid))
		pkt_parity<=din;
	else
		pkt_parity<=pkt_parity;
end
always@(posedge clk)
begin
	if(!rstn)
		internal_parity<=0;
	else if(detect_add)
		internal_parity<=0;
	else if(lfd_state&&pkt_valid)
		internal_parity<=internal_parity^header_byte;
	else if(ld_state&&pkt_valid&&!full_state)
		internal_parity<=internal_parity^din;
	else
		internal_parity<=internal_parity;
end
always@(posedge clk)
begin
	if(!rstn)
		parity_done<=0;
	else if(detect_add)
		parity_done<=0;
	else if((ld_state&&!pkt_valid&&!fifo_full)||(laf_state&&!parity_done&&low_pkt_valid))
		parity_done<=1;
        else
		parity_done<=0;
end
always@(posedge clk)
begin
	if(!rstn)
		error<=0;
	else if(parity_done)
	begin
		if(internal_parity==pkt_parity)
			error<=0;
		else
			error<=1;
	end
	else
		error<=0;
end
endmodule
module rtop(clk,rstn,re0,re1,re2,din,pkt_valid,dout0,dout1,dout2,vld0,vld1,vld2,error,busy);
input clk,rstn,re0,re1,re2,pkt_valid;
input [7:0]din;
output vld0,vld1,vld2,error,busy;
output [7:0]dout0,dout1,dout2;
wire [2:0]we_enb;
wire [7:0]dout;
wire empty0,empty1,empty2,full0,full1,full2;
wire sft0,sft1,sft2;
wire detect_add,ld_state,laf_state,full_state,we_reg,rst_int_reg,lfd_state;
wire low_pkt_valid,parity_done,fifo_full;
fsm_r FSM(clk,rstn,pkt_valid,low_pkt_valid,sft0,sft1,sft2,fifo_full,empty0,empty1,empty2,parity_done,din[1:0],busy,detect_add,ld_state,laf_state,full_state,we_reg,rst_int_reg,lfd_state);
synch SYNC(clk,rstn,we_reg,detect_add,re0,re1,re2,empty0,empty1,empty2,full0,full1,full2,din[1:0],we_enb,fifo_full,vld0,vld1,vld2,sft0,sft1,sft2);
routerfifo FIFO_0(clk,rstn,re0,we_enb[0],dout,lfd_state,sft0,empty0,dout0,full0);
routerfifo FIFO_1(clk,rstn,re1,we_enb[1],dout,lfd_state,sft1,empty1,dout1,full1);
routerfifo FIFO_2(clk,rstn,re2,we_enb[2],dout,lfd_state,sft2,empty2,dout2,full2);
registerR REGISTER(clk,rstn,pkt_valid,din,fifo_full,rst_int_reg,detect_add,ld_state,laf_state,full_state,lfd_state,parity_done,low_pkt_valid,error,dout);
endmodule
module synch(clk,rstn,we_reg,det_addr,re0,re1,re2,empty0,empty1,empty2,full0,full1,full2,din,wr_enb,fifo_full,vld0,vld1,vld2,sft0,sft1,sft2);
input clk,rstn,we_reg,det_addr,re0,re1,re2,empty0,empty1,empty2,full0,full1,full2;
input [1:0]din;
output vld0,vld1,vld2;
output reg sft0,sft1,sft2,fifo_full;
output reg[2:0]wr_enb;
reg [1:0]fifo_addr;
reg [4:0]count_sft0;
reg [4:0]count_sft1;
reg [4:0]count_sft2;
always@(posedge clk)
begin
	if(!rstn)
		fifo_addr<=0;
	else if(det_addr)
		fifo_addr<=din;
end
always @(*)
begin
	if(!we_reg)
		wr_enb=0;
	else 
	begin
		case(fifo_addr)
			2'b00:wr_enb=3'b001;
			2'b01:wr_enb=3'b010;
			2'b10:wr_enb=3'b100;
			default:wr_enb=3'b000;
		endcase
	end
end
always@(*)
begin
	case(fifo_addr)
		2'b00:fifo_full=full0;
		2'b01:fifo_full=full1;
		2'b10:fifo_full=full2;
		default:fifo_full=1'b0;
	endcase
end
assign vld0=!empty0;
assign vld1=!empty1;
assign vld2=!empty2;
always@(posedge clk)
begin
	if(!rstn)
	begin
		count_sft0<=5'b1;
		sft0<=0;
	end
	else if(!vld0)
	begin
		count_sft0<=5'b1;
		sft0<=0;
	end
	else if(re0)
	begin
		count_sft0<=5'b1;
		sft0<=0;
	end
	else if(count_sft0==30)
	begin
		count_sft0<=5'b1;
		sft0<=1;
	end
	else
	begin
		count_sft0<=count_sft0+1'b1;
		sft0<=0;
	end
end
always@(posedge clk)
begin
	if(!rstn)
	begin
		count_sft1<=5'b1;
		sft1<=0;
	end
	else if(!vld1)
	begin
		count_sft1<=5'b1;
		sft1<=0;
	end
	else if(re1)
	begin
		count_sft1<=5'b1;
		sft1<=0;
	end
	else if(count_sft1==30)
	begin
		count_sft1<=5'b1;
		sft1<=1;
	end
	else
	begin
		count_sft1<=count_sft1+1'b1;
		sft1<=0;
	end
end
always@(posedge clk)
begin
	if(!rstn)
	begin
		count_sft2<=5'b1;
		sft2<=0;
	end
	else if(!vld2)
	begin
		count_sft2<=5'b1;
		sft2<=0;
	end
	else if(re2)
	begin
		count_sft2<=5'b1;
		sft2<=0;
	end
	else if(count_sft2==30)
	begin
		count_sft2<=5'b1;
		sft2<=1;
	end
	else
	begin
		count_sft2<=count_sft2+1'b1;
		sft2<=0;
	end
end
endmodule
==> run.sh <==
#!/bin/bash
# OpenROAD 26Q1-2900-gdf79404cd8, Yosys 0.63+post, stock flow scripts
make -C /OpenROAD-flow-scripts/flow DESIGN_CONFIG=/design/flow/config.mk WORK_HOME=/design/flow/orfs finish
==> config.mk <==
export PLATFORM = sky130hd
export DESIGN_NAME = rtop
export DESIGN_NICKNAME = rtop
export VERILOG_FILES = /design/flow/design.v
export SDC_FILE = /design/flow/constraint.sdc
export NUM_CORES = 4
export LEC_CHECK = 1
export CORE_UTILIZATION = 30
export SYNTH_HDL_FRONTEND = slang
==> constraint.sdc <==
current_design rtop

set clk_period 5.7
set clk_io_pct 0.2

create_clock -name clk0 -period $clk_period [get_ports {clk}]

set non_clock_inputs [all_inputs -no_clocks]
set_input_delay [expr $clk_period * $clk_io_pct] -clock clk0 $non_clock_inputs
set_output_delay [expr $clk_period * $clk_io_pct] -clock clk0 [all_outputs]
==> Implementation_results.wiki <==
== Implementation results ==
{| class="wikitable"
! Metric !! Value
|-
| Wire length per cell after detailed routing || 18.6 um
|-
| Number of post-CTS setup repair buffers || 0
|-
| Total leakage power || 8.58 nW
|-
| Final weighted congestion in routability-driven placement || 0.841
|-
| Pin count of the biggest net entering global routing || 55
|-
| Final hold violation count || 0
|-
| Clock edge transition at the registers on the reported setup and hold paths || 60 ps
|-
| Worst-case vdd ir drop || 0.224 mV
|-
| Count of instantiated cells in the yosys netlist || 1735
|-
| Most frequent cell after synthesis || sky130_fd_sc_hd__nor2_1
|-
| Crit path launch type || register
|-
| Total detailed-routing wirelength || 52800 um
|-
| Maximum clock rate || 0.259 GHz
|-
| Area Overhead vs Synth || 13.8%
|-
| Clock insertion delay at the later pin of the skew report || 610 ps
|-
| Period utilisation layout || 67.7%
|-
| Die Width || 284 um
|-
| Synth area leader || sky130_fd_sc_hd__edfxtp_1
|-
| Number of vias per cell || 4.85
|-
| Commonest cells post-synth || 461 x sky130_fd_sc_hd__nor2_1, 392 x sky130_fd_sc_hd__edfxtp_1, 131 x sky130_fd_sc_hd__dfxtp_1
|-
| Synthesized area divided by synthesized cell count || 13.7 um^2
|-
| Biggest area cells || sky130_fd_sc_hd__edfxtp_1 49%, sky130_fd_sc_hd__mux4_2 11%, sky130_fd_sc_hd__dfxtp_1 11%
|-
| Starting Density || 30.5%
|-
| Dominant delay contributor by cell family on the critical path || simple AND/OR/NAND/NOR gates
|-
| Total number of vias || 13700
|-
| Synthesized netlist cell count || 1735
|-
| Fill cells || 7206
|-
| Log Warnings || 40
|-
| Number of synthesized flops with an enable pin || 392
|-
| Number of antenna diodes || 0
|-
| Unrepaired setup endpoints after global routing || false
|-
| Main flop type || sky130_fd_sc_hd__edfxtp_1
|-
| Tightest Pin Transition || 978 ps
|-
| Total clock buffers created by CTS || 56
|-
| Clk buf depth || 3
|-
| CP peak stage delay || 540 ps
|-
| Chip area in the Yosys report || 23800 um^2
|-
| Async set or reset register ratio after synthesis || 0%
|-
| Sequential fraction of the synthesis area || 60.5%
|-
| Worst Setup End Kind || output pin
|-
| Max-slew violation count || 0
|-
| Initial DRC Count || 805
|-
| Global-route usage over all layers || 14.0%
|-
| Kind of critical path || register to output pin
|-
| Count of cells resized by post-cts repair || 0
|-
| Share of the synthesized area in the top cell type || 49.5%
|-
| Clock sink count || 523
|-
| Post-route clock skew || 16.8 ps
|-
| Type of the tightest min-delay check || register to register
|-
| Hold Buf Count CTS || 0
|-
| Number of warnings printed during yosys synthesis || 0
|-
| Initial antenna violation count || 2
|-
| Crit path max fanout || 12
|-
| Die Y-Extent || 284 um
|-
| Placement Rows || 102
|-
| Setup TNS after final layout || 0 ps
|-
| Fraction of layout cells with a size suffix above 1 || 17.3%
|-
| Number of top-level design ports || 43
|-
| Chip area || 80400 um^2
|-
| TritonCTS clock tree || yes
|-
| Final core area utilization || 34.7%
|-
| Min cycle time layout || 3860 ps
|-
| Post-Synthesis Cell Area || 23800 um^2
|-
| Wire length of the first global-routing pass || 83000 um
|-
| H-Tree Depth || 2
|-
| # setup viols final || 0
|-
| IO buf count || 42
|-
| Slew HR || 34.6%
|-
| Half-perimeter wire length after placement || 34800 um
|-
| Core area || 78000 um^2
|-
| Flops & latches, synth || 523
|-
| Critical-path top delay cell || sky130_fd_sc_hd__or2_2
|-
| Global route overflow || 0
|-
| Number of nets with antenna violations after detailed routing || 0
|-
| Chain of cells forming the critical path || xnor2_1 -> nand4_1 -> or2_2 -> clkdlybuf4s50_1
|-
| Status || complete, no violations
|-
| Max-cap violations || 0
|-
| Number of global-route vias before repair || 14400
|-
| Remaining DRCs || 0
|-
| Number of library cell types mapped by synthesis || 66
|-
| Clock tree root driver cell || sky130_fd_sc_hd__clkbuf_16
|-
| Detailed-routing iteration count for the pre-antenna-repair pass || 5
|-
| Critical path required time || 4560 ps
|-
| Power Density || 313 nW/um^2
|-
| Bufs and invs on worst path || 1
|-
| Data arrival, critical path || 2720 ps
|}
==> cell usage in the layout (no fill, tap or decap), types with 22 or more instances in the layout <==
cell type,Yosys,final
sky130_fd_sc_hd__o2111ai_4,40,40
sky130_fd_sc_hd__a21oi_1,25,25
sky130_fd_sc_hd__clkdlybuf4s50_1,0,41
sky130_fd_sc_hd__inv_1,35,35
sky130_fd_sc_hd__ha_1,24,24
sky130_fd_sc_hd__nor2_1,461,461
sky130_fd_sc_hd__dfxtp_1,131,126
sky130_fd_sc_hd__xnor2_1,22,22
sky130_fd_sc_hd__clkbuf_16,0,58
sky130_fd_sc_hd__edfxtp_1,392,392
sky130_fd_sc_hd__nand2_1,102,102
sky130_fd_sc_hd__xor2_1,38,38
sky130_fd_sc_hd__and2_1,40,40
sky130_fd_sc_hd__mux4_2,120,120
sky130_fd_sc_hd__buf_4,14,24
==> state kept, by name, summed over array words and instances (netlist names), 5 cells and up, named ones only <==
register,cells
FSM.state,8
SYNC.count_sft1,5
FIFO_0.rd_ptr,5
REGISTER.dout,8
FIFO_2.mem,128
REGISTER.pkt_parity,8
FIFO_1.mem,128
FIFO_1.wr_ptr,5
FIFO_1.dout,8
FIFO_0.dout,8
FIFO_2.wr_ptr,5
FIFO_2.dout,8
FIFO_0.wr_ptr,5
REGISTER.internal_parity,8
SYNC.count_sft2,5
FIFO_0.mem,128
SYNC.count_sft0,5
REGISTER.fifo_full_state,8
REGISTER.header_byte,8
FIFO_1.rd_ptr,5
FIFO_2.rd_ptr,5
==> final timing paths <==
path,startpoint,to,slack [ps],cells past startpoint
hold reg to reg,FSM.state[7],REGISTER.low_pkt_valid,460,1
setup reg to reg,FIFO_1.wr_ptr[2],FIFO_1.mem[9][0],2720,6
setup / recovery,FIFO_1.wr_ptr[2],vld1,1840,4
hold / removal,FSM.state[7],REGISTER.low_pkt_valid,460,1
==> through the flow <==
step / setup slack (ps) / instance area [um^2] / cells / total power [W] / hold slack, ps
3_3_place_gp: 1990 / 25100 / 2726 / 0.00475 / 446
6_report: 1840 / 27100 / 2831 / 0.00848 / 459
2_1_floorplan: 2910 / 23800 / 1735 / 0.00460 / 424
3_5_place_dp: 1950 / 25100 / 2726 / 0.00476 / 460
4_1_cts: 1800 / 27100 / 2831 / 0.00859 / 462
5_1_grt: 1700 / 27100 / 2831 / 0.00878 / 495
==> per-layer routing <==
metal / track usage (%) / wire length [um]
met3: 7.38 / 5870
met2: 21.0 / 24600
met4: 3.30 / 1450
met1: 18.3 / 20800
met5: 0.417 / 69
==> area by class of cell <==
class	count	area (um^2)	share of cell area (%)
Clock buffer	71	1530	5.65
Clock inverter	34	428	1.58
Inverter	35	131	0.485
Multi-Input combinational cell	1062	8670	32.0
Sequential cell	523	14400	53.2
Tap cell	1040	1300	4.81
Timing Repair Buffer	66	604	2.23
==> kinds of logic after synthesis <==
group	after synthesis	share of synthesized area [%]
muxes	133	11.9
buffers and inverters	150	3.08
and+or+nand+nor	706	13.2
AOI/OAI and AO/OA	138	7.73
DFF	523	60.5
adders and majority gates	24	1.26
xor gates and xnor gates	61	2.28
==> power by group <==
| part | total (W) | internal, W | switching (W) |
|---|---|---|---|
| registers | 0.00426 | 0.00420 | 0.0000585 |
| clock network | 0.00381 | 0.00231 | 0.00150 |
| logic | 0.000410 | 0.000167 | 0.000243 |
No activity file was given, so power comes from the tool's default toggle rates.
